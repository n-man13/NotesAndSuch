[./config.mk]
export PLATFORM = sky130hd
export DESIGN_NAME = andi
export DESIGN_NICKNAME = andi
export VERILOG_FILES = /design/flow/design.v
export SDC_FILE = /design/flow/constraint.sdc
export NUM_CORES = 4
export LEC_CHECK = 1
export CORE_AREA = 10 10 70 70
export DIE_AREA = 0 0 80 80
[./constraint.sdc]
current_design andi

set clk_period 1.0
set clk_io_pct 0.2

create_clock -name clk0 -period $clk_period

set non_clock_inputs [all_inputs -no_clocks]
set_input_delay [expr $clk_period * $clk_io_pct] -clock clk0 $non_clock_inputs
set_output_delay [expr $clk_period * $clk_io_pct] -clock clk0 [all_outputs]
[./design.v]
module alu ( input [31:0] A, input [31:0] B, input [2:0] ALU_Sel, output reg [31:0] ALU_Out );
    parameter ADD = 3'b000;  
    parameter MUL = 3'b001;  
    parameter AND = 3'b010;  
    parameter OR  = 3'b011;  
    parameter XOR = 3'b100;  
    parameter NOR = 3'b101;  
    parameter SLL = 3'b110;  
    parameter SRL = 3'b111;  
    always @(*) begin
        case (ALU_Sel)
            3'b000: ALU_Out = A + B;           
            3'b001: ALU_Out = (A * B);         
            3'b010: ALU_Out = A & B;           
            3'b011: ALU_Out = A | B;           
            3'b100: ALU_Out = A ^ B;           
            3'b101: ALU_Out = ~(A | B);        
            3'b110: ALU_Out = A << B;          
            3'b111: ALU_Out = A >> B;          
            default: ALU_Out = 8'b00000000;    
        endcase
    end
endmodule
module andi ( input [31:0] reg_in, output [31:0] reg_out, input [15:0] immediate);
    wire [31:0] zero_extended_value;
    assign zero_extended_value = {{16'b0000000000000000}, immediate[15:0]};
    alu myALU (.A(reg_in), .B(zero_extended_value), .ALU_Sel(3'b010), .ALU_Out(reg_out));
endmodule
[./run.sh]
#!/bin/bash
# OpenROAD 26Q1-2900-gdf79404cd8, Yosys 0.63+post, stock flow scripts
make -C /OpenROAD-flow-scripts/flow DESIGN_CONFIG=/design/flow/config.mk WORK_HOME=/design/flow/orfs finish
==> results.txt <==
Status = complete, no violations
Seq cells = 0
GR Layer Usage met3 = 1.023%
MaxCap Viol Count = 0
Routed WL = 1354 um
Clock Power Share = 0%
Arr. time, crit path = 0.69 ns
Critical path capture point type = output port
PortBufs = 48
Die area = 6400 um2
Psw = 28.59 uW
OpenROAD warnings = 48
Internal power = 98.92 uW
Global Route Usage Sum = 3.533%
DRT antenna net count = 0
Final Hold Fails = 0
FF/Latch Area = 0 um2
Leak = 0.3391 nW
Max-slew violation count = 0
Met1 global-route usage = 4.417%
Chip width = 80 um
Largest net degree at the start of global routing = 2
Inst Count DP = 126
Worst Hold Class = in2out
CP Max Fanout = 1
Synthesized area = 224.0 um2
Worst setup margin = 0.1140 ns
Most frequent logic cell in the layout = dlygate4sd2_1
Area growth, synth to finish = 158.1%
Worst slack, placed = -0.4587 ns
Vias per cell = 2.627
Switch share = 22.42%
Final hold slack = 0.7710 ns
Synth Area per Inst = 6.787 um2
Cts hold-fix bufs = 0
Share of cells above drive strength 1 = 20.00%
Top-area cell share = 53.63%
Vias in the first global route = 372
Synth Warn # = 1
Highest clock rate = 1129 MHz
Detailed Place HPWL = 1279 um
Cell count after synthesis = 33
GRT met2 Usage = 6.180%
Cell accounting for the most synthesized area = buf_4
Unrepaired setup endpoints after global routing = no
Core outline area = 3416 um2
Gate power share = 100.0%
DRC viols = 0
FP Util = 6.557%
Busiest grt layer = met2
Tcrit/Tclk final = 88.60%
Antenna Cells = 0
RePlAce Congestion = 0.7633
Min cycle time layout = 0.8860 ns
Final core utilization = 16.92%
Initial antenna violation count = 0
1st-pass router iterations = 1
# rows = 21
Drt wl/cell = 10.75 um
Seq/Total Area, Yosys = 0%
Worst vdd ir = 0.04026 mV
Worst path required time = 0.80 ns
Yosys stat chip area = 224.0 um2
Top cells by area = buf_4 (54%), and2_1 (45%), conb_1 (1.7%)
WS Path Type = in2out
Total negative slack = 0 ns
Register share of total power = 0%
Final Setup Violations = 0
Die height = 80 um
Remaining Overflow, GRT = 0
Power Dens Cells = 220.6 nW/um2
Cell Count, Final, Fillers Out = 126
Cell count in the Yosys report = 33
IO Count = 80
DR vias = 331
Distinct lib cells used = 3
Starting DRT DRC Count = 0
First-pass GRT wire length = 1897 um
Most frequent cells in the layout = dlygate4sd2_1 (32), and2_1 (16), conb_1 (16), buf_2 (16)
Crit start category = primary input
CLK BUF = 0
-- worst max-delay path, cell delays in order --
cell	delay (ns)
dlygate4sd2_1	0.24
and2_1	0.14
buf_2	0.11
-- final timing paths --
kind,from,end,slack [ns],depth (start not counted)
setup / recovery,immediate[14],reg_out[14],0.11,3
hold / removal,reg_in[10],reg_out[10],0.77,3
-- cell usage after synthesis --
master / instances
buf_4: 16
and2_1: 16
conb_1: 1
-- power groups by stage --
stage	combinational [mW]	sequential, mW	clock, mW
5_1_grt	0.146	0	0
4_1_cts	0.133	0	0
6_report	0.128	0	0
-- kinds of logic (layout without fill, tap and decap cells) --
| group | Yosys count | after routing | synth area share, % |
|---|---|---|---|
| AND/OR/NAND/NOR | 16 | 16 | 44.69 |
| other | 1 | 16 | 1.674 |
| buffers and inverters | 16 | 48 | 53.63 |
-- what timing repair did --
action	in CTS	in global routing
setup endpoints to repair	16	0
resized	80	0
buffers inserted	0	0
-- cell type report --
cell class / instances / area [um2]
multi-input combinational: 32 / 160.2
fill: 402 / 2838
timing repair buffer: 48 / 360.3
tap: 46 / 57.56
-- metal layers --
| layer | wire, um | up-vias |
|---|---|---|
| met4 | 0 | 0 |
| met2 | 643 | 33 |
| met5 | 0 | - |
| li1 | - | 160 |
| met1 | 571 | 138 |
| met3 | 139 | 0 |
-- per-stage QoR --
step,instance area [um2],power (mW)
floorplan,280.3,0.06011
global placement,698.2,0.2095
detailed placement,698.2,0.2088
CTS,578.1,0.1331
global route,578.1,0.1459
finish,578.1,0.1275
Power figures rest on the tool's default switching activity, not on a simulated workload.
