==> design/flow/design.v <==
module registerFile ( input [4:0] readReg1, input [4:0] readReg2, input [4:0] writeReg, 
input [31:0] writeData, input writeEnable, output reg [31:0] readData1, output reg [31:0] readData2);
    reg [31:0] registers [31:0];
    integer i;
    initial begin
        for (i = 0; i < 32; i = i + 1) begin
            registers[i] <= 0;
        end
    end
    always @(*) begin
        readData1 = registers[readReg1];
        readData2 = registers[readReg2];
    end
    always @(posedge writeEnable) begin
        registers[writeReg] <= writeData;
    end
endmodule
==> design/flow/run.sh <==
#!/bin/bash
# OpenROAD 26Q1-2900-gdf79404cd8, Yosys 0.63+post, stock flow scripts
make -C /OpenROAD-flow-scripts/flow DESIGN_CONFIG=/design/flow/config.mk WORK_HOME=/design/flow/orfs finish
==> design/flow/config.mk <==
export PLATFORM = sky130hd
export DESIGN_NAME = registerFile
export DESIGN_NICKNAME = registerFile
export VERILOG_FILES = /design/flow/design.v
export SDC_FILE = /design/flow/constraint.sdc
export NUM_CORES = 4
export LEC_CHECK = 1
export CORE_UTILIZATION = 50
==> design/flow/constraint.sdc <==
current_design registerFile

set clk_period 5.1
set clk_io_pct 0.2

create_clock -name clk0 -period $clk_period [get_ports {writeEnable}]

set non_clock_inputs [all_inputs -no_clocks]
set_input_delay [expr $clk_period * $clk_io_pct] -clock clk0 $non_clock_inputs
set_output_delay [expr $clk_period * $clk_io_pct] -clock clk0 [all_outputs]
==> reports/metrics.yaml <==
status:
  status: "finished clean"
final_timing:
  finalHoldViolations: 0
  worst_pin_slew_ps: 1040
  max_clock_freq_mhz: 214
  fin_setup_tns_ps: 0
  fin_crit_sh_pct: 91.8
  post-route-min-period_ps: 4680
  rsz0062_at_grt: "no"
  slew_viol_final: 0
  slew-limit-headroom_pct: 30.3
  setup_viol: 0
cells_and_area:
  synthToLayoutAreaGrowth_pct: 15.0
  largest_reg_flops: 1024
  drive_above_1_share_pct: 10.6
  fillCellCount: 7165
  reg_top3: "registers: 1024 flops"
  top_register: "registers"
  final_cell_area_mm2: 0.0557
  fin_util_pct: 58.3
place:
  gp_congestion: 0.898
  place_area_mm2: 0.0524
  dp.final_hpwl_mm: 85.5
  io_buffers: 111
critical_path:
  critPathKind: "input port to primary output"
  path_max_fanout: 44
  setup.worst_path.end_class: "primary output"
  cp-start-kind: "input port"
  crit_top_cell: "clkdlybuf4s50_1"
  crit_required_ps: 4080
  worstPathCellList: "clkdlybuf4s50_1, and2b_4, buf_12, a22o_1, nor3_1, a31oi_1, nand3_1, clkdlybuf4s50_1"
  max_stage_delay_ps: 670
  cp.arrival_ps: 3660
  slowest_stage: "clkdlybuf4s50_1"
power:
  powerDensity_mw_per_mm2: 340
  p_sw_w: 0.00446
  irDropWorstVdd_uv: 278
  p_clk_share_pct: 39.9
  p_int_w: 0.0145
  seq_power_share_pct: 50.1
  p_comb_share_pct: 10.0
  power.leakage_nw: 20.4
  p_sw_share_pct: 23.5
clock_network:
  h-tree-depth: 3
  clockBufferDepth: 3
  ctsRootBufferMaster: "clkbuf_16"
  hold_buffers: 0
  path_clk_slew_ps: 60
  cts_tree: "yes"
  cts_made_buffers: 109
  clock-sinks: 1024
  cts_setup_buffers: 0
  ctsResizeCount: 0
logic_synthesis:
  largest_area_cell: "edfxtp_1"
  synth_flops: 1024
  area_leaders: "edfxtp_1, mux2i_1, a22oi_1, nand3_1, a21oi_1"
  async_flop_share_pct: 0
  ys_types: 25
  yosys-stat-cells: 3324
  synth.avg_cell_area_um2: 14.6
  ys_seq_share_pct: 63.4
  ff_type: "edfxtp_1"
  synth_top_area_share_pct: 63.4
  synth_area_mm2: 0.0485
  yosysWarnings: 1
  synth_chip_area_mm2: 0.0485
  edf_count: 1024
  yosys-top-cells-count: "edfxtp_1, mux2i_1, a22oi_1, nand3_1, nand2_1"
  postSynthCellCount: 3324
detailed_routing:
  drt_iter0_drc: 2201
  drcViolationCount: 0
  via_count: 31200
  drtAntennaViolNets: 0
  wl_per_cell_um: 31.9
  wirelength_mm: 154
  viasPerCell: 6.47
  drtPass1Iterations: 5
hold_path:
  hold_path.class: "input port to flop"
  min_to: "registers[25][25]"
  hold_path.startpoint: "writeData[25]"
  min_path_cells: 2
die:
  io-pin-count: 112
  chipWidth_um: 313
  dieArea_mm2: 0.0982
  core_mm2: 0.0956
  fp_util_pct: 50.7
  die_h_um: 313
  num_rows: 113
job:
  cap_violations: 0
  openroad.warnings: 26
global_routing:
  antenna_found_initial: 5
  grt_pass1_vias: 32800
  grt_max_degree: 72
  grt-ovfl-total: 0
  grt_pass1_wl_mm: 221
  track_usage_pct: 34.5
-- critical path: cells and delay by family --
family	cells	cell delay [ps]
buffers and inverters	3	1520
AOI/OAI and AO/OA	2	360
and+or+nand+nor	3	750
-- layout make-up --
| type | count | area, um2 | area share, % |
|---|---|---|---|
| flip-flops and latches | 1024 | 30700 | 55.2 |
| multi-input cells | 2045 | 16600 | 29.8 |
| repair buffers | 294 | 3410 | 6.11 |
| clock buffers | 141 | 2890 | 5.18 |
| well taps | 1265 | 1580 | 2.84 |
| clock inverters | 61 | 489 | 0.878 |
| diodes | 3 | 7.51 | 0.0135 |
-- how the worst max path moves through the flow --
stage / depth (start not counted) / slack, ps / end / startpoint
6_report: 8 / 420 / readData1[14] / readReg1[0]
4_1_cts: 9 / 480 / readData1[15] / readReg1[0]
5_1_grt: 8 / 310 / readData1[14] / readReg1[0]
-- through the flow --
stage,total power [W],instances,worst slack [ps],hold slack [ps]
floorplan,0.0107,3324,1770,1120
global placement,0.0115,4628,492,1840
detailed placement,0.0116,4628,485,1850
CTS,0.0191,4830,476,1110
global route,0.0195,4832,311,1160
finish,0.0190,4833,419,1150
-- cell usage in the layout (no fill, tap or decap), drive strengths merged --
master and instances:
nor2 36, clkbuf 141, and2 3, or3b 2
clkinvlp 3, buf 185, a22o 64, nand4 32
mux2i 1024, nor3 32, clkdlybuf4s50 109, a21oi 128
nand3 225, edfxtp 1024, inv 2, or3 1
nand2 131, a31oi 32, a22oi 320, diode 3
nand2b 5, and2b 1, nor2b 4, nand3b 3
or2 2, clkinv 49, bufinv 7
-- routing by layer --
metal | routed length (um) | part of all wire (%) | GRT usage (%) | vias up
met2 | 68100 | 44 | 47.5 | 2037
met3 | 25500 | 17 | 24.3 | 313
met4 | 5260 | 3.4 | 9.15 | 14
met1 | 54800 | 36 | 46.4 | 15300
li1 | - | - | - | 13600
met5 | 297 | 0.19 | 2.18 | -
-- cells by family after synthesis --
kind of cell / count (synthesis) / share of synthesized area [%]
buffers and inverters: 255 / 2.96
muxes: 1024 / 21.1
DFF: 1024 / 63.4
AOI/OAI and AO/OA: 544 / 7.84
and+or+nand+nor: 477 / 4.65
-- power by group through the flow --
stage	registers [W]	clock network, W	logic [W]
finish	0.00951	0.00756	0.00190
global route	0.00953	0.00799	0.00201
CTS	0.00951	0.00766	0.00188
Power is estimated from default activity; no workload was simulated.
