`/design/flow/config.mk`:
```
export PLATFORM = sky130hd
export DESIGN_NAME = ori
export DESIGN_NICKNAME = ori
export VERILOG_FILES = /design/flow/design.v
export SDC_FILE = /design/flow/constraint.sdc
export NUM_CORES = 4
export LEC_CHECK = 1
export CORE_AREA = 10 10 70 70
export DIE_AREA = 0 0 80 80
```
`/design/flow/constraint.sdc`:
```
current_design ori

set clk_period 1.0
set clk_io_pct 0.2

create_clock -name clk0 -period $clk_period

set non_clock_inputs [all_inputs -no_clocks]
set_input_delay [expr $clk_period * $clk_io_pct] -clock clk0 $non_clock_inputs
set_output_delay [expr $clk_period * $clk_io_pct] -clock clk0 [all_outputs]
```
`/design/flow/design.v`:
```
module alu ( input [31:0] A, input [31:0] B, input [2:0] ALU_Sel, output reg [31:0] ALU_Out );
    parameter ADD = 3'b000;  
    parameter MUL = 3'b001;  
    parameter AND = 3'b010;  
    parameter OR  = 3'b011;  
    parameter XOR = 3'b100;  
    parameter NOR = 3'b101;  
    parameter SLL = 3'b110;  
    parameter SRL = 3'b111;  
    always @(*) begin
        case (ALU_Sel)
            3'b000: ALU_Out = A + B;           
            3'b001: ALU_Out = (A * B);         
            3'b010: ALU_Out = A & B;           
            3'b011: ALU_Out = A | B;           
            3'b100: ALU_Out = A ^ B;           
            3'b101: ALU_Out = ~(A | B);        
            3'b110: ALU_Out = A << B;          
            3'b111: ALU_Out = A >> B;          
            default: ALU_Out = 8'b00000000;    
        endcase
    end
endmodule
module ori ( input [31:0] reg_in , output [31:0] reg_out, input [15:0] immediate);
    wire [31:0] zero_extended_immediate;
    assign zero_extended_immediate = {{16'b0000000000000000}, immediate[15:0]};
    alu myALU (.A(reg_in), .B(zero_extended_immediate), .ALU_Sel(3'b011), .ALU_Out(reg_out));
endmodule
```
`/design/flow/run.sh`:
```
#!/bin/bash
# OpenROAD 26Q1-2900-gdf79404cd8, Yosys 0.63+post, stock flow scripts
make -C /OpenROAD-flow-scripts/flow DESIGN_CONFIG=/design/flow/config.mk WORK_HOME=/design/flow/orfs finish
```
==> flow_summary.toml <==
# physical design summary
[outcome]
status = "completed"

[critical_path]
required_ns = 0.80
cp_max_fo = 1
end_kind = "output port"
crit_type = "in -> out"
arrival_ns = 0.75
start_kind = "input port"

[route]
num_vias = 300
wl_met3_um = 275
routed_wl_um = 1130
firstDrtPassIters = 2
postRouteAntennaNets = 0
top_layer = "met4"
wl_per_cell_um = 10.3
drt-met1-wl_um = 374
wl_met2_um = 477
drc = 0
vias_per_cell = 2.73
drtIter0Drc = 2
diodes = 0

[worst_hold_path]
hp-class = "in -> out"
hold_path_startpoint = "reg_in[18]"
holdPathStages = 0
whs_endpoint = "reg_out[18]"

[final_timing]
rsz0062_at_grt = "no"
slew_violations = 0
min_period_ns = 0.951
worstMarginPinSlew_ns = 0.0497
setup-violations-final = 0
holdWs_ns = 0.400
slew_headroom_pct = 96.7
fin_crit_sh_pct = 95.1
hold_viol_final = 0
timing.setup.tns_ns = 0
max_freq_mhz = 1050

[cells_and_area]
lay_top_count = "dlygate4sd2_1"
flop-count = 0
num-clock-buffers = 0
drive_gt1_share_pct = 25.0
lay_top_cells = "dlygate4sd2_1, or2_1, buf_2"
layout-area-overhead-vs-synth_pct = 135
fillers = 426
seq_area_um2 = 0

[synthesis]
synthTopCellsByArea = "buf_4, or2_1"
netlist_area_um2 = 220
ys_area_um2 = 220
synthDistinctLibCells = 2
ys_cells = 32
yosysWarningCount = 1
seq_area_frac_synth_pct = 0
synthCells = 32
syn_area_per_cell_um2 = 6.88
top_cell_area_share_pct = 54.5
yosys.area.top_type = "buf_4"

[global_routing]
grt_overflow = 0
grt_max_degree = 2
grt_pass1_wl_um = 1610
grt_pass1_vias = 324
track_usage_pct = 3.05
antenna_found_initial = 0

[flow_run]
warnings = 32
drv_cap = 0

[floorplanning]
boundaryPins = 80
fp_util_pct = 6.45
rows = 21
core_um2 = 3420
dieHeight_um = 80
die-width_um = 80
chipArea_um2 = 6400

[placed_design]
io_buffers = 48
gp_congestion = 0.682

[clock_tree]
cts_setup_buffers = 0

[power]
total_power_mw = 0.120
switchingPower_mw = 0.0226
clock_power_share_pct = 0
p_leak_nw = 0.248
pwr-share-seq_pct = 0
switching_share_pct = 18.8
combPwrFrac_pct = 100.0
power_density_nw_per_um2 = 232
irDropWorstVdd_v = 0.0000359
p_int_mw = 0.0975
## area by class of cell
cell class                 count  area, um2  share of cell area [%]
timing repair buffer          48        360                    69.6
tap                           46       57.6                    11.1
multi-input combinational     16        100                    19.3
## critical path, cell delays in order
cell and delay, ns:
dlygate4sd2_1 0.22, or2_1 0.21, buf_2 0.11
## power groups by stage
stage	clock [mW]	sequential, mW	combinational [mW]
global route	0	0	0.137
CTS	0	0	0.125
finish	0	0	0.120
## cells in the mapped netlist
master / instances
or2_1: 16
buf_4: 16
## metal layers
| metal | GRT usage, % | vias to the layer above |
|---|---|---|
| li1 | - | 144 |
| met1 | 2.64 | 120 |
| met2 | 5.06 | 34 |
| met3 | 3.18 | 2 |
| met4 | 0.176 | 0 |
| met5 | 0 | - |
## per-stage QoR
| stage | std cells | area, um2 | util (%) | setup slack (ns) |
|---|---|---|---|---|
| after detailed placement | 110 | 638 | 18.7 | -0.462 |
| after CTS | 110 | 518 | 15.2 | 0.0366 |
| after floorplan | 32 | 220 | - | 0.419 |
| after global placement | 110 | 638 | 18.7 | -0.452 |
| after global routing | 110 | 518 | 15.2 | 0.0108 |
| final | 110 | 518 | 15.2 | 0.0494 |
## how the worst max path moves through the flow
stage	slack (ns)	cells after the start	endpoint	start
CTS	0.04	3	reg_out[6]	reg_in[6]
global route	0.01	3	reg_out[2]	reg_in[2]
finish	0.05	3	reg_out[0]	reg_in[0]
## kinds of logic (layout without fill, tap and decap cells)
group,count (synthesis),count (layout),share of synthesized area (%)
buf+inv,16,48,54.5
simple gates,16,16,45.5
## repair_timing
item,CTS,global route
resized,81,0
endpoints found under the setup margin,16,0
hold buffers,0,0
Power and IR drop assume default switching activity.
