==> design/flow/design.v <==
module programMem ( input [31:0] pc, output [31:0] instruction);
    reg [31:0] instructions [31:0];
    reg [31:0] instruction_reg;
    assign instruction = instruction_reg;
    initial begin
        instruction_reg = 0;
        instructions[0] = 32'b001000_00000_01000_0000_0000_0000_0100;  
        instructions[1] = 32'b001000_00000_01001_0000_0000_0000_1111;  
        instructions[2] = 32'b001000_00000_01010_0000_0000_0001_0100;  
        instructions[3] = 32'b001000_00000_10001_0000_0000_0000_1000;  
        instructions[4] = 32'b101011_10001_01000_0000_0000_0000_0000;  
        instructions[5] = 32'b101011_10001_01001_0000_0000_0000_1000;  
        instructions[6] = 32'b101011_10001_01010_1111_1111_1111_1100;  
        instructions[7] = 32'b111111_00000_00000_0000_0000_0000_0000;  
        instructions[8] = 32'b001000_00000_01000_0000_0000_0000_1000;  
        instructions[9] = 32'b001000_00000_01001_0000_0000_0000_1111;  
        instructions[10] = 32'b101011_01000_01001_0000_0000_0000_0000;  
        instructions[11] = 32'b000000_01001_01000_01010_00000_100000;  
        instructions[12] = 32'b000000_01001_01000_01011_00000_100010;  
        instructions[13] = 32'b000000_01010_01011_10001_00000_000010;  
        instructions[14] = 32'b001000_00000_01000_0000_0000_0000_0100;  
        instructions[15] = 32'b100011_01000_10010_1111_1111_1111_1100;  
        instructions[16] = 32'b000000_10001_10010_10010_00000_100010;  
        instructions[17] = 32'b000000_10001_00000_10010_00000_000000;  
        instructions[18] = 32'b101011_01000_10010_0000_0000_0000_0000;  
        instructions[19] = 32'b111111_00000_00000_0000_0000_0000_0000;  
    end
    always @(*) begin
        instruction_reg = instructions[pc];  
    end
endmodule
==> design/flow/run.sh <==
#!/bin/bash
# OpenROAD 26Q1-2900-gdf79404cd8, Yosys 0.63+post, stock flow scripts
make -C /OpenROAD-flow-scripts/flow DESIGN_CONFIG=/design/flow/config.mk WORK_HOME=/design/flow/orfs finish
==> design/flow/config.mk <==
export PLATFORM = sky130hd
export DESIGN_NAME = programMem
export DESIGN_NICKNAME = programMem
export VERILOG_FILES = /design/flow/design.v
export SDC_FILE = /design/flow/constraint.sdc
export NUM_CORES = 4
export LEC_CHECK = 1
export CORE_AREA = 10 10 70 70
export DIE_AREA = 0 0 80 80
==> design/flow/constraint.sdc <==
current_design programMem

set clk_period 2.8
set clk_io_pct 0.2

create_clock -name clk0 -period $clk_period

set non_clock_inputs [all_inputs -no_clocks]
set_input_delay [expr $clk_period * $clk_io_pct] -clock clk0 $non_clock_inputs
set_output_delay [expr $clk_period * $clk_io_pct] -clock clk0 [all_outputs]
==> flow_metrics.py <==
# Physical implementation metrics
metrics = {
    "logic_synthesis": {
        "synthesis.area_per_instance_um2": 6.90,
        "synth_cell_type_count": 32,
        "synthesis.yosys.warnings": 1,
        "yosys-stat-cells": 90,
        "synth_top_area_share_pct": 14.1,
        "yosys_area_um2": 621,
        "postSynthCellCount": 90,
        "ys_top_cells_by_area": "ha_1 (14%), buf_4 (13%), a21oi_1 (8.1%)",
        "synthesis.area_um2": 621,
        "most_area_hungry_cell_type_in_the_yosys_netlist": "ha_1",
        "yosysSeqAreaShare_pct": 0,
    },
    "power": {
        "power_leakage_uw": 0.000506,
        "vdd_ir_drop_max_mv": 0.0586,
        "power.density_nw_per_um2": 140,
    },
    "sta": {
        "min_period_over_period_pct": 96.0,
        "rsz0062_at_grt": "no",
        "final_critical_path_required_period_ns": 2.69,
        "timing.fmax_mhz": 372,
        "setup_viol": 0,
        "finalHoldViolCount": 0,
        "timing.final.max_slew_violations": 0,
    },
    "hold_path": {
        "min-delay-path-class": "input pin to output port",
        "worst_hold_path.num_cells": 5,
    },
    "route": {
        "drt_wl_total_um": 2070,
        "routed-via-count": 741,
        "ant_nets": 0,
        "detail_route.drc_violations": 0,
        "drt_iter0_markers": 16,
        "vias_per_cell": 4.12,
        "antennaDiodeCount": 0,
        "drt-wirelength-per-cell_um": 11.5,
        "drtPass1Iterations": 4,
    },
    "setup_path": {
        "critical-path-slowest-cell": "clkdlybuf4s50_1",
        "critical_path.max_stage_delay_ns": 0.53,
        "timing.critical_path.from": "pc[3]",
        "path_common_cell": "clkdlybuf4s50_1",
        "cp.depth": 6,
        "worstSetupPathType": "input pin to output port",
        "cp.arrival_ns": 2.13,
        "path_cells": "clkdlybuf4s50_1 -> buf_12 -> mux2_2 -> nand2_1 -> a21oi_1 -> clkdlybuf4s50_1",
        "crit_path_end_kind": "output port",
        "setup.worst_path.start_class": "input pin",
        "required_ns": 2.24,
        "critical_path_capture_point": "instruction[16]",
        "cp_top_family": "buffers and inverters",
        "critPathMaxFanout": 20,
        "worstPathBufferInverterCount": 3,
    },
    "job": {
        "openroad_warning_count": 65,
        "maxCapViolations": 0,
    },
    "placed_design": {
        "buffer_ports.inserted": 35,
        "gp_congestion": 0.890,
        "postPlaceCellArea_um2": 1090,
        "dp.final_hpwl_um": 1710,
        "placed_cells": 180,
    },
    "finish": {
        "area.sequential_um2": 0,
        "post-route-util_pct": 32.9,
        "nClkBuffers": 0,
        "n_sequential_cell": 0,
        "area_growth_syn_to_layout_pct": 80.8,
        "share_of_layout_cells_above_drive_strength_1_pct": 24.6,
        "fill_cells": 364,
        "final_area_um2": 1120,
        "final_cells": 180,
        "multi_input_comb_area_um2": 500,
    },
    "grt": {
        "grt.overflow.total": 0,
        "initial_antenna_violation_count": 0,
        "first_pass_grt_wire_length_um": 3390,
        "maximum_number_of_pins_on_one_net_before_global_route_repair": 21,
        "grt_pass1_vias": 714,
        "groute.usage.overall_pct": 6.21,
    },
    "die": {
        "floorplan.die_area_um2": 6400,
        "floorplan.core_area_um2": 3420,
        "fp.dieH_um": 80,
        "ios": 64,
        "number_of_rows_in_the_core_area": 21,
        "die_x_um": 80,
        "floorplan.initialDensity_pct": 18.2,
    },
    "clock_network": {
        "cts-hold-fix-buffers": 0,
        "cts_setup_buffers": 0,
    },
    "run_status": {
        "run_status": "complete, no violations",
    },
}
[area by class of cell]
| cell class | instances | area share [%] |
|---|---|---|
| repair buffers | 59 | 48.6 |
| multi-input cells | 70 | 44.6 |
| inverters | 5 | 1.67 |
| well taps | 46 | 5.13 |
[timing repair]
| item | in CTS | in global routing |
|---|---|---|
| endpoints found under the setup margin | 26 | 11 |
| pin swaps | 1 | 0 |
| cloned | 0 | 0 |
| gates resized | 8 | 5 |
[stage by stage]
stage | setup TNS (ns) | setup WS, ns | hold slack (ns) | power (uW)
finish | 0 | 0.112 | 1.88 | 158
global route | 0 | 0.00420 | 1.97 | 177
CTS | 0 | 0.0413 | 2.02 | 159
detailed placement | -1.76 | -0.167 | 2.24 | 156
global placement | -1.83 | -0.157 | 2.24 | 156
floorplan | 0 | 0.861 | 1.20 | 68.3
[placed cells by master, fill, tap and decap left out, types with 3 or more instances in the layout]
master	n
buf_4	22
nand2_1	13
clkdlybuf4s50_1	31
dlygate4sd2_1	3
nor2_1	6
ha_1	5
inv_1	4
nand2b_1	4
a21oi_1	10
[worst min path at each step]
stage	from	end
after CTS	pc[1]	instruction[3]
after global routing	pc[2]	instruction[3]
final	pc[2]	instruction[3]
[synth_stat cells, types with 2 or more instances]
| cell | count |
|---|---|
| a31oi_1 | 2 |
| o21ai_0 | 2 |
| buf_6 | 2 |
| inv_1 | 5 |
| buf_2 | 2 |
| a21oi_1 | 10 |
| nor2_1 | 6 |
| a32o_1 | 2 |
| buf_4 | 11 |
| ha_1 | 7 |
| mux2i_1 | 2 |
| o31ai_1 | 2 |
| nand2_1 | 13 |
| nand2b_1 | 5 |
| and2b_1 | 2 |
[cells by family (layout without fill, tap and decap cells)]
kind of cell / Yosys count / count (layout) / share of synthesized area, %
multiplexers: 3 / 3 / 5.04
other: 1 / 2 / 0.604
AND/OR/NAND/NOR: 31 / 31 / 24.6
AND-OR/OR-AND: 27 / 27 / 31.7
adder cells (fa/ha/maj): 7 / 7 / 14.1
buffers and inverters: 21 / 64 / 24.0
[metal layers]
layer | GRT usage [%] | up-vias | routed length, um
met3 | 2.50 | 0 | 275
met2 | 9.23 | 29 | 796
met5 | 0 | - | 0
met1 | 8.70 | 317 | 1000
met4 | 0 | 0 | 0
li1 | - | 395 | -
[power breakdown]
part / switching (uW) / leakage (uW) / total (uW) / internal [uW]
clock: 0 / 0 / 0 / 0
combinational: 58.6 / 0.000506 / 158 / 99.0
sequential: 0 / 0 / 0 / 0
total: 58.6 / 0.000506 / 158 / 99.0
No activity file was given, so power comes from the tool's default toggle rates.
