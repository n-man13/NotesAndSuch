File: ./design.v
module addi ( input [31:0] reg_in, output [31:0] reg_out, input [15:0] immediate);
    wire [31:0] sign_extended_value;
    assign sign_extended_value = {{16{immediate[15]}}, immediate[15:0]};
    alu myADDI_ALU (.A(reg_in), .B(sign_extended_value), .ALU_Sel(3'b000), .ALU_Out(reg_out));
endmodule
module alu ( input [31:0] A, input [31:0] B, input [2:0] ALU_Sel, output reg [31:0] ALU_Out );
    parameter ADD = 3'b000;  
    parameter MUL = 3'b001;  
    parameter AND = 3'b010;  
    parameter OR  = 3'b011;  
    parameter XOR = 3'b100;  
    parameter NOR = 3'b101;  
    parameter SLL = 3'b110;  
    parameter SRL = 3'b111;  
    always @(*) begin
        case (ALU_Sel)
            3'b000: ALU_Out = A + B;           
            3'b001: ALU_Out = (A * B);         
            3'b010: ALU_Out = A & B;           
            3'b011: ALU_Out = A | B;           
            3'b100: ALU_Out = A ^ B;           
            3'b101: ALU_Out = ~(A | B);        
            3'b110: ALU_Out = A << B;          
            3'b111: ALU_Out = A >> B;          
            default: ALU_Out = 8'b00000000;    
        endcase
    end
endmodule
File: ./constraint.sdc
current_design addi

set clk_period 18.5
set clk_io_pct 0.2

create_clock -name clk0 -period $clk_period

set non_clock_inputs [all_inputs -no_clocks]
set_input_delay [expr $clk_period * $clk_io_pct] -clock clk0 $non_clock_inputs
set_output_delay [expr $clk_period * $clk_io_pct] -clock clk0 [all_outputs]
File: ./run.sh
#!/bin/bash
# OpenROAD 26Q1-2900-gdf79404cd8, Yosys 0.63+post, stock flow scripts
make -C /OpenROAD-flow-scripts/flow DESIGN_CONFIG=/design/flow/config.mk WORK_HOME=/design/flow/orfs finish
File: ./config.mk
export PLATFORM = sky130hd
export DESIGN_NAME = addi
export DESIGN_NICKNAME = addi
export VERILOG_FILES = /design/flow/design.v
export SDC_FILE = /design/flow/constraint.sdc
export NUM_CORES = 4
export LEC_CHECK = 1
export CORE_AREA = 10 10 95 95
export DIE_AREA = 0 0 105 105
==> writeup.txt <==
For this run, the script counts the antenna cells in the layout as 0. The per-instance average area after synthesis was 7.44 µm²; the post-synthesis cell count was 275. Per the run summary, max-cap violations total 0. The first global-routing pass estimated 11200 µm of wire. After layout, the design draws a total of 0.000108 W.

The area fraction in mux cells was 0.0251. From the final report, the count of setup violators was given as 0. Between the synthesized netlist and the finished layout, the area growth was recorded as 40.9%.

Detailed placer's ending HPWL: 5600 µm. For this sky-water flow run, the detailed-routed wirelength per cell is reported as 14.9 µm. The main kind of combinational logic by area is AND-OR/OR-AND gates. STA classifies the critical path startpoint as an input port. For this block, the routed nets add up to 6550 µm of wire. In this run the worst hold path is classified as in -> out. For the number of flip-flops and latches, the log shows 0. The count of input and output buffers works out to 80. The run gives 0.487 for the worst slew margin relative to its limit. The peak ir drop on the vdd network is 0.0104 mV. The worst setup path is of the in -> out kind.

The final weighted congestion recorded by global placement is 0.932. Before any placement, the netlist area is recorded as 2050 µm². The area fraction in compound gates is 0.384. The run gives 4 as the first-pass iteration count of the detailed router.

The number of global-route vias before repair came out at 2243. The fraction of synthesized cell area in xor and xnor cells works out to 0.0985. The OpenROAD report gives the critical path a required time of 14.80 ns.

The number of synthesis warnings is 1, and the slew at the pin closest to its max-slew limit is 0.767 ns. For the number of DRC violations after detailed-routing iteration 0, the log shows 122. The tools report the initial antenna violation count as 0. Per the timing report, the achievable frequency comes out to 0.0918 GHz.

In the layout the commonest cells are clkdlybuf4s50_1 (80), ha_1 (31), a21oi_1 (28). The adder-cell share of the synthesized area was 0.199. The tools report the effective utilization at floorplan as 0.296.

The placeable core area came out at 6910 µm². The register share after synthesis is 0, and the ratio of routed vias to standard cells is 5.19. The number of hold buffers added after CTS was 0.

Post-synthesis simple-gate area fraction: 0.231. The count of tool warnings is 32. The flow ran to the end, and the final reports show no timing, DRC or antenna violations. The run gives 0 for the tally of clock buffers in the finished layout. Setup repair after global routing left no endpoint under its margin. The logs give 1.19 nW for the leakage power summed over all cells and 0.116 for the total routing resource utilization after global routing.

In this run the horizontal extent of the chip is 105 µm. The site row count was 30. The run gives 7.19 ns for the critical path arrival. Post-CTS timing repair inserted 0 buffers for setup.

Most used logic cell in the final layout: clkdlybuf4s50_1. For this run, design rule violations remaining after detail routing come to 0. The number of cells on the worst hold path is listed as 3.

After synthesis, the chip area reported by Yosys is 2050 µm². The fraction of the cycle the final worst path needs is 0.589, and the area of all sequential standard cells is 0 µm². The final setup TNS came out at 0 ns. Yosys mapped the design onto 66 distinct sky130hd cell types. The number of vias after detailed routing is 2287, and the number of max-slew violations in the final report is 0.

The smallest clock period supported by the final layout is computed as 10.89 ns. The global route stage reports its total congestion overflow as 0. The tools report the remaining number of nets flagged by the antenna check after routing as 0.

The share of final-layout standard cells stronger than drive strength 1 is 0.0406, and the die extent in y is 105 µm. In the final report, the number of hold violations comes to 0. The kind of capture point of the worst setup path is an output port.

Top-level port count: 80. The die area came out at 11000 µm². The largest net degree at the start of global routing is 18, and the total power per unit cell area is 37.5 nW/µm². The run gives 275 as the total cells reported by yosys after synthesis. The worst-path maximum fanout was 17; the post-cts gate resize count was 0.
==> final cells by class <==
class,instances,area [µm²]
tap,96,120
timing repair buffer,80,801
fill,716,4030
inverter,11,41.3
multi-input combinational,254,1920
==> final timing paths <==
kind / slack (ns) / endpoint / start
setup / recovery: 7.61 / reg_out[30] / immediate[15]
hold / removal: 8.44 / reg_out[0] / immediate[0]
==> cells by family (layout without fill, tap and decap cells) <==
logic type                 after synthesis  after routing
AOI/OAI and AO/OA                      107            107
and+or+nand+nor                         87             87
adders and majority gates               32             32
xor gates and xnor gates                23             23
buffers and inverters                   21             91
muxes                                    5              5
==> power breakdown <==
part / switching (W) / internal, W / total [W] / leakage, nW
combinational: 0.0000458 / 0.0000622 / 0.000108 / 1.19
sequential: 0 / 0 / 0 / 0
clock: 0 / 0 / 0 / 0
total: 0.0000458 / 0.0000622 / 0.000108 / 1.19
==> worst max-delay path: stages <==
cell and delay, ns:
clkdlybuf4s50_1 0.83, ha_1 0.59, a21o_1 0.22, a211o_1 0.34, o311ai_4 0.31, o221ai_2 0.16
or4_1 0.49, nand4_1 0.08, clkdlybuf4s50_1 0.47
==> metal layers <==
layer / track usage / routed length (µm) / share of wire
met2: 0.182 / 2800 / 0.43
met5: 0 / 0 / 0
met3: 0.0155 / 276 / 0.042
met1: 0.172 / 3430 / 0.52
met4: 0.00686 / 41 / 0.0063
==> cell usage after synthesis (all sizes together), types with 3 or more instances <==
library cell	n	area share
nand2b	4	0.012
nand4	6	0.021
o21bai	3	0.011
nor2	20	0.037
and3	3	0.012
o21ai	14	0.034
o211ai	5	0.018
and2	3	0.0098
o21a	7	0.028
buf	3	0.013
xor2	10	0.043
a211o	3	0.013
xnor2	13	0.056
nand3	8	0.020
a211oi	6	0.022
nor3	4	0.0098
clkbuf	6	0.013
nor2b	3	0.0092
inv	11	0.020
a21o	15	0.056
nand2	20	0.037
a21oi	28	0.068
mux2i	4	0.020
or4	3	0.013
ha	31	0.19
a2111oi	3	0.022
o311ai	3	0.021
and4	5	0.021
==> metrics by stage <==
stage	area, µm²	std cells	utilization	worst slack [ns]	hold WS (ns)
2_1_floorplan	2050	275	-	9.13	7.47
3_3_place_gp	2880	441	0.417	7.65	8.43
3_5_place_dp	2880	441	0.417	7.58	8.44
4_1_cts	2880	441	0.417	7.59	8.45
5_1_grt	2880	441	0.417	7.42	8.49
6_report	2880	441	0.417	7.61	8.44
Power and IR drop assume default switching activity.
