==> design/flow/design.v <==
module memoryFile ( input [31:0] address, input write_enable, input [31:0] write_data, output reg [31:0] read_data);
    reg [31:0] memory [0:255];
    integer i;
    initial begin
        for (i = 0; i < 256; i = i + 1) begin
            memory[i] = 32'b0;
        end
    end
    always @(!write_enable) begin
        read_data <= memory[address[7:0]];
    end
    always @(write_enable) begin
        if (write_enable) begin
            memory[address[7:0]] <= write_data;
        end
    end
endmodule
==> design/flow/run.sh <==
#!/bin/bash
# OpenROAD 26Q1-2900-gdf79404cd8, Yosys 0.63+post, stock flow scripts
make -C /OpenROAD-flow-scripts/flow DESIGN_CONFIG=/design/flow/config.mk WORK_HOME=/design/flow/orfs finish
==> design/flow/config.mk <==
export PLATFORM = sky130hd
export DESIGN_NAME = memoryFile
export DESIGN_NICKNAME = memoryFile
export VERILOG_FILES = /design/flow/design.v
export SDC_FILE = /design/flow/constraint.sdc
export NUM_CORES = 4
export LEC_CHECK = 1
export CORE_UTILIZATION = 30
==> design/flow/constraint.sdc <==
current_design memoryFile

set clk_period 10.6
set clk_io_pct 0.2

create_clock -name clk0 -period $clk_period

set non_clock_inputs [all_inputs -no_clocks]
set_input_delay [expr $clk_period * $clk_io_pct] -clock clk0 $non_clock_inputs
set_output_delay [expr $clk_period * $clk_io_pct] -clock clk0 [all_outputs]
==> impl_metrics.toml <==
# yosys + openroad results
[placed_design]
dpl.hpwl_um = 705000
pre_cts_ws_ns = 0.7593
placed_cell_area_um2 = 191400
place_congestion = 1.123
dp_cells = 24027
numPortBuffers = 73

[worst_setup_path]
path_class = "input pin to primary output"
worstPathRequired_ns = 8.48
startpoint_type = "input pin"
path_max_fanout = 34
cp.arrival_ns = 8.26
end_kind = "primary output"

[yosys]
synthTopCellsByArea = "dlxtn_1 (71%), a22oi_1 (14%), a222oi_1 (1.8%)"
synthArstFlopShare_pct = 0
edf_count = 0
ys.warnings.count = 2
ys_types = 71
syn_area_um2 = 174400
top_cells_by_count = "dlxtn_1 (8192), a22oi_1 (3170), nand2_1 (761)"
yosys_area_um2 = 174400
synthFlopType = "dlxtn_1"
syn-mean-instance-area_um2 = 10.80
ys_ff = 8192
synthCells = 16154
top_cell_area_share_pct = 70.53
ys_cells = 16154
largest_area_cell = "dlxtn_1"
yosysMostFrequentCell = "dlxtn_1"

[final_timing]
period_minus_slack_ns = 10.38
untimed_endpoints = 8192
worst_pin_slew_ns = 1.325
hold_viol_final = 0
setup-tns-final_ns = 0
setup_viol = 0
slew_headroom_pct = 11.64
period_used_pct = 97.90
worst_slack_ns = 0.2226
rsz0062_at_grt = "false"
finalMaxSlewViolations = 0
max_freq_mhz = 96.36
unclocked_pins = 8192
hold-worst-slack_ns = 5.819

[hold_path]
whs_path_depth = 7
min_to = "read_data[0]"
hp-start = "address[2]"
hp-class = "input pin to primary output"

[detailed_routing]
wl_um = 1009000
drc_errors = 0
dr.pass1.iters = 10
viasPerCell = 6.027
routedWlPerCell_um = 41.07
num_vias = 148048
drt-initial-drc-count = 18042
antenna_left = 0

[cells_and_area]
area_growth_pct = 10.52
drive_gt1_share_pct = 9.043
largest_reg_flops = 8192
fin_cells = 24564
fin_area_um2 = 192700

[global_route]
grt_pass1_vias = 131008
grt.overflow.total = 0
grt_max_degree = 94
busiest_layer = "met2"
antenna_found_initial = 258
gr-usage-met2_pct = 46.37
grtUsageMet1_pct = 41.11
grt_usage_pct = 34.91
gr-usage-met3_pct = 22.30
grt_pass1_wl_um = 1302000

[floorplan]
die_area_um2 = 584300
die_h_um = 764.4
coreArea_um2 = 578100
fp.dieW_um = 764.4
ios = 97
fp_util_pct = 30.17
rows = 279

[power_and_ir_drop]
switching_share_pct = 45.15
power_leakage_uw = 0.08488
p_int_uw = 2530
vdd_drop_max_uv = 83.67
p_sw_uw = 2083
power.density_nw_per_um2 = 23.93

[cts]
post_cts_buffers = 0
cts_resized = 0
cts_hold_buf = 0

[outcome]
status = "finished, final reports clean"

[run]
maxCapViolCount = 0
warning_count = 58
how the worst max path moves through the flow:
| stage | start | endpoint | slack (ns) | cells past startpoint |
|---|---|---|---|---|
| final | address[1] | read_data[11] | 0.22 | 16 |
| after global routing | address[1] | read_data[11] | 0.46 | 16 |
| after CTS | address[1] | read_data[11] | 0.75 | 16 |
cells in the final DEF, fill, tap and decap left out, types with 11 or more instances in the layout:
cell type,Yosys,routed
nand2_1,761,745
nor3_1,152,148
and4_1,17,16
a22oi_1,3170,3170
or4b_1,17,11
and4b_1,23,16
nor2_4,1,102
nor2_2,17,65
nor4_2,2,30
mux2i_1,17,17
a32oi_1,19,19
nand3_1,147,135
clkdlybuf4s50_1,0,32
nand4_1,311,311
a222oi_1,305,305
nor2_1,344,195
dlxtn_1,8192,8192
o2111ai_1,24,24
o22ai_1,441,441
a21oi_1,193,193
nor4_1,250,221
nand3_2,0,12
o22a_1,13,13
buf_8,0,24
nand2_2,0,16
o211ai_1,20,20
buf_4,16,1060
buf_12,0,77
or4_1,36,34
diode_2,0,537
o21ai_0,60,60
a22o_1,253,253
a221oi_1,129,129
o21bai_1,17,17
a31oi_1,41,41
critical path: stages:
cell             delay [ns]
buf_2                  0.55
buf_4                  0.42
nand4b_4               0.91
nor2_2                 1.29
buf_12                 0.34
nor4_1                 0.12
nand4_1                0.26
a2111oi_2              0.07
buf_4                  0.16
nand4_4                0.11
buf_12                 0.23
buf_4                  0.29
nor2_1                 0.06
a31oi_1                0.51
buf_4                  0.21
clkdlybuf4s50_1        0.44
cells by family (layout without fill, tap and decap cells):
group           after synthesis  after routing  synth area share, %
other cells                   0            537                    0
mux                          17             17              0.09758
simple gates               2157           2157                6.257
compound gates             4721           4721                20.41
buf+inv                    1063           1209                2.687
xor+xnor                      4              4              0.02009
latches                    8192           8192                70.53
per-stage QoR:
step	total power, uW	util (%)
finish	4613	33.34
global route	4750	33.23
CTS	4479	33.11
detailed placement	4472	33.11
global placement	4424	33.11
floorplan	2871	-
per-layer routing:
metal / share of wire, % / vias to the layer above
met5: 0.33 / -
met4: 8.5 / 112
met3: 16 / 2738
met2: 40 / 11147
met1: 35 / 73783
li1: - / 60268
cell type report:
cell class,count,area (um^2)
sequential,8192,123000
timing repair buffer,1208,10330
multi-input combinational,6899,48380
tap,7727,9668
antenna,537,1344
fill,57745,385400
inverter,1,3.754
Power is estimated from default activity; no workload was simulated.
